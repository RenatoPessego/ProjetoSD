### ./constraint.sdc
current_design Matriculas

set clk_period 2.0
set clk_io_pct 0.2

create_clock -name clk0 -period $clk_period

set non_clock_inputs [all_inputs -no_clocks]
set_input_delay [expr $clk_period * $clk_io_pct] -clock clk0 $non_clock_inputs
set_output_delay [expr $clk_period * $clk_io_pct] -clock clk0 [all_outputs]
### ./design.v
`timescale 1ns / 1ps
module Matriculas(m0,m1,m2,m3,m4,m5,v);
	input [3:0] m0,m1,m2,m3,m4,m5;
	output v;
	reg v;
always@(m0,m1,m2,m3,m4,m5)
		begin
			if (m0 >= 4'h A && m1 >= 4'h A && m2>= 4'h A && m3 >= 4'h A && m4>= 4'h A && m5 >= 4'h A)
				v = 0;
			else if (((m0>=4'b 1010)&&(m1>=4'b 1010)||((m1<4'b 1010)&&(m0<4'b 1010)))&&((m2>=4'b 1010)&&
			(m3>=4'b 1010)||((m2<4'b 1010)&&(m3<4'b 1010)))&&((m4>=4'b 1010)&&
			(m5>=4'b 1010)||((m4<4'b 1010)&&(m5<4'b 1010))))
					v=1;
			else
				v = 0;	
		end
endmodule
### ./config.mk
export PLATFORM = sky130hd
export DESIGN_NAME = Matriculas
export DESIGN_NICKNAME = Matriculas
export VERILOG_FILES = /design/flow/design.v
export SDC_FILE = /design/flow/constraint.sdc
export NUM_CORES = 4
export LEC_CHECK = 1
export CORE_AREA = 10 10 70 70
export DIE_AREA = 0 0 80 80
### ./run.sh
#!/bin/bash
# OpenROAD 26Q1-2900-gdf79404cd8, Yosys 0.63+post, stock flow scripts
make -C /OpenROAD-flow-scripts/flow DESIGN_CONFIG=/design/flow/config.mk WORK_HOME=/design/flow/orfs finish
==> qor.txt <==
antenna violations before repair -> 0
Via density -> 2.07
tool warnings -> 38
Setup violations, final -> 0
die area -> 0.00640 mm²
status -> finished, final reports clean
Core Util, Final -> 9.60%
CP cell instances -> clkdlybuf4s50_1 > o21ai_2 > xor2_1 > nor4_2 > clkbuf_2
worst ir drop on vdd -> 0.0137 mV
Largest delay share family, worst path -> buffers and inverters
core footprint -> 0.00342 mm²
Die Height -> 80 µm
Area Overhead vs Synth -> 344%
Max FO, Critical Path -> 2
Worst path slowest cell -> clkdlybuf4s50_1
flip-flops -> 0
DR vias -> 157
slew margin rel. -> 86.6%
Detailed Route WL -> 573 µm
post-DR wirelength/cell -> 7.54 µm
clkbuf count -> 0
CTS Hold Bufs -> 0
vias in the first global route -> 158
Hold WC Path Type -> in2out
Storage cell area -> 0 µm²
Tcrit/Tclk final -> 93.8%
worst endpoint data arrival time -> 1480 ps
WS Path Type -> in2out
first-pass GRT wire length -> 828 µm
Hold Fails Final Rpt -> 0
drt first-iter violations -> 0
Slew Limit Fails -> 0
required time of the critical path -> 1600 ps
cell count after synthesis -> 11
IO buf count -> 19
Worst path max stage delay -> 470 ps
Ports -> 25
CP Capture Type -> output pin
RePlAce Congestion -> 0.819
CP Buf/Inv Count -> 2
grt ovf -> 0
number of detailed-route iterations in the first pass -> 1
# diodes -> 0
yosys cell count -> 11
PnR worst setup slack -> 125 ps
Ys Warns -> 1
crit start category -> primary input
post-synth cell types -> 5
Synth Cell Area -> 73.8 µm²
largest net degree at the start of global routing -> 3
max_cap viols -> 0
Core Util at FP -> 2.16%
min Tclk post-route -> 1880 ps
share of the yosys chip area belonging to registers -> 0%
pwr/cell area -> 166 mW/mm²
Tot GR Track Use -> 1.59%
num rows -> 21
Slew @ Worst Pin -> 199 ps
layout cells sized above 1 -> 16.7%
f_max -> 533 MHz
RSZ-0062 raised after global routing -> false
DRC -> 0
Avg Cell Area, Syn -> 6.71 µm²
setup TNS -> 0 ps
leak pwr -> 0.0000971 µW
Routed Antenna Nets -> 0
Die Wd -> 80 µm
Yosys Chip Area -> 73.8 µm²
pre-CTS setup slack -> -291 ps
kinds of logic after synthesis:
| group | Yosys count | share of synthesized area, % |
|---|---|---|
| simple gates | 2 | 23.7 |
| compound gates | 6 | 40.7 |
| xor+xnor | 3 | 35.6 |
layer usage:
| layer | vias up | global-route usage [%] | share of wire [%] |
|---|---|---|---|
| li1 | 80 | - | - |
| met1 | 60 | 2.50 | 53 |
| met2 | 17 | 1.77 | 25 |
| met3 | 0 | 1.02 | 21 |
| met4 | 0 | 0 | 0 |
| met5 | - | 0 | 0 |
through the flow:
| stage | power (µW) | cell area, µm² | instances | hold WS (ps) |
|---|---|---|---|---|
| global placement | 52.7 | 322 | 76 | 1930 |
| CTS | 53.7 | 325 | 76 | 1700 |
| floorplan | 13.2 | 73.8 | 11 | 1020 |
| detailed placement | 53.1 | 322 | 76 | 1930 |
| finish | 54.5 | 328 | 76 | 1600 |
| global route | 59.6 | 328 | 76 | 1670 |
cell type report:
class,instances,area (µm²)
Tap cell,46,57.6
Fill cell,399,3090
Timing Repair Buffer,19,185
Multi-Input combinational cell,11,85.1
layout by cell type, fill, tap and decap left out, drive strengths merged:
cell,instances
nor4,1
xor2,3
o21ai,6
nor3,1
clkbuf,1
clkdlybuf4s50,18
cell usage after synthesis, drive strengths merged:
| cell | number | area [µm²] |
|---|---|---|
| o21ai | 6 | 30.0 |
| xor2 | 3 | 26.3 |
| nor3 | 1 | 5.00 |
| nor4 | 1 | 12.5 |
tightest hold or removal path, cell delays in order:
cell,delay [ps]
clkdlybuf4s50_1,390
o21ai_1,90
xor2_1,180
nor4_2,50
clkbuf_2,90
final timing paths:
check / start / to / cells past startpoint
min: m5[3] / v / 5
max: m1[2] / v / 5
power breakdown:
part           leakage [µW]  internal (µW)  total [µW]  switching, µW
combinational     0.0000971           39.6        54.5           15.0
sequential                0              0           0              0
clock                     0              0           0              0
total             0.0000971           39.6        54.5           15.0
repair_timing:
| action | 4_1_cts | 5_1_grt |
|---|---|---|
| endpoints found under the setup margin | 1 | 1 |
| buffers inserted | 0 | 0 |
| gates cloned | 0 | 0 |
| pin swaps | 0 | 2 |
| gates resized | 3 | 5 |
No activity file was given, so power comes from the tool's default toggle rates.
